### flow/constraint.sdc
current_design tx

set clk_period 9.8
set clk_io_pct 0.2

create_clock -name clk0 -period $clk_period [get_ports {clk_in}]

set non_clock_inputs [all_inputs -no_clocks]
set_input_delay [expr $clk_period * $clk_io_pct] -clock clk0 $non_clock_inputs
set_output_delay [expr $clk_period * $clk_io_pct] -clock clk0 [all_outputs]
### flow/design.v
`timescale 1ns / 1ps
module tx (   input           clk_in,
              input           rst_in,
              input           trigger_in,
              input [7:0]     val_in,
              output logic    data_out);
    parameter   CLK_HZ = 65_000_000;
    parameter   BAUD_RATE = 9600;
    parameter   DIVISOR = 6771;  
    parameter   PKT_LEN = 8;
    reg   [31:0]        count;
    reg   [7:0]         shift;
    logic [(PKT_LEN + 1):0]       shift_buffer; 
    logic               send_flag;
    assign shift_buffer = {1'b1, val_in[(PKT_LEN-1):0], 1'b0};
    always_ff @(posedge clk_in) begin
        if (rst_in) begin
            count <= DIVISOR-1;
            send_flag <= 0;
            data_out <= 1'b1;
            shift <= 0;
        end else begin
            count <= count - 1;
            if (trigger_in) begin
                send_flag <= 1;
                count <= DIVISOR-1;
            end
            if (send_flag && ~trigger_in) begin
                data_out <= shift_buffer[shift];
                if (count == 0) begin
                    shift <= shift + 1;
                end
            end
            if (count == 0) begin
                count <= DIVISOR-1;
            end
            if (shift == PKT_LEN + 2) begin
                shift <= 0;
                send_flag <= 0;
                data_out <= 1'b1;
            end
        end
    end              
endmodule 
### flow/run.sh
#!/bin/bash
# OpenROAD 26Q1-2900-gdf79404cd8, Yosys 0.63+post, stock flow scripts
make -C /OpenROAD-flow-scripts/flow DESIGN_CONFIG=/design/flow/config.mk WORK_HOME=/design/flow/orfs finish
### flow/config.mk
export PLATFORM = sky130hd
export DESIGN_NAME = tx
export DESIGN_NICKNAME = tx
export VERILOG_FILES = /design/flow/design.v
export SDC_FILE = /design/flow/constraint.sdc
export NUM_CORES = 4
export LEC_CHECK = 1
export CORE_UTILIZATION = 40
==> commit_impl_results.txt <==
Add synthesis and place-and-route results

- Status: completed
- Critical path endpoint category: flip-flop
- Category of the most critical setup path: in2reg
- The capture point of the worst register-to-register path is recorded as count[4].
* Post-CTS Setup Inserts: 0
* Final clock skew: 9.59 ps
- For this run, the register share of the synthesized area comes to 0.392.
- Clock group share of total power: 0.382
- EDFF count, synth: 0
- Instance count along the most critical hold path: 1
- Overall die width: 75.2 um
- DRT Wirelength: 3810 um
* Late-Pin Clk Latency: 300 ps
* Worst slew margin relative to its limit: 0.458
- Core utilization at floorplan: 0.417
- Unrepaired setup endpoints after global routing: false
- Worst hold endpoint: count[0]
* Chip area: 0.00566 mm^2
- Max capacitance violation total: 0
- Number of cells in the finished layout apart from fillers: 311
- After synthesis the cells add up to 0.00215 mm^2.
* Worst Reg-to-Reg Cells: 5
- Yosys Chip Area: 0.00215 mm^2
- Via count: 1577
- In this run, post-CTS repair resized a total of 0 instances.
* Pleak: 0.760 nW
- Clock buffer count from CTS: 5
* Ports placed on the boundary: 12
* Slew at the pin closest to its max-slew limit: 805 ps
- According to the dpl log, the detail-placed design has an HPWL of 2580 um.
- Of the total power, combinational logic draws 0.047.
* Post-route design area: 0.00239 mm^2
- Dividing the detail-routed wire length by the instance count gives 12.2 um.
* Number of cells in the yosys synthesis report: 230
* CTS H-tree lvls: 2
- Internal power consumption: 236 uW
* Critical Path Fanout Max: 6
- Quantity of hold-fixing buffers added after cts: 0
* Post-Synthesis Cells: 230
* Final hold violations: 0
* Count of final setup violators: 0
* PnR Total Power: 304 uW
- STA lists the startpoint of the worst register-to-register path as count[15].
* Global-route wire length before repair: 6710 um
- Avg Vias per Cell: 5.07
- Data required time of the critical path: 9940 ps
* Final core occ: 0.466
* Placement Setup Slack: 6240 ps
- DRC: 0
- Sum Neg Setup Slack: 0 ps
- After global routing the overflow that remains totals 0.
- The worst path in the final design needs a cycle of 3290 ps, including I/O delays and setup.
- Entering global routing, the biggest net connects 27 pins.
- The layout has 522 filler cells.
- The placement summary gives the final routability congestion estimate as 0.865.
- Classification of the worst-slack hold path: reg2reg
* FMAX: 0.304 GHz
- Post-placement cell area: 0.00230 mm^2
- In this run the remaining antenna-violating nets after routing total 0.
* Commonest cells after routing, fill and taps aside: 42 x dfxtp_1, 35 x nor2_1, 18 x xnor2_1, 15 x xor2_1, 12 x nand2_1
- Cell area power density: 127 mW/mm^2
- TritonCTS built the clock tree.
- Of the cells placed in the final design, the portion with a size suffix greater than 1 is 0.166.
- Proportion of synthesized flip-flops having asynchronous set or reset: 0
- Main area contributors: dfxtp_1 39%, xnor2_1 7.3%, nor2_1 6.1%, xor2_1 6.1%, nor4_2 4.1%
- The number of antenna violations at the first check in global routing is 0.
- Smallest hold slack: 479 ps
* P_sw: 67.3 uW
- Counting the warning lines in the Yosys log gives 1.
* Site row count: 26
- The timing report gives the clock slew at the launch and capture registers of the worst setup and hold paths as 80 ps.
- Post-synth top area cell: dfxtp_1
- Arrival time at the worst endpoint: 3430 ps
* Iteration count of the initial detailed-routing pass: 4
- Main flop type after synthesis: dfxtp_1
* Count of input and output buffers: 11
- The worst VDD IR drop from the latest analysis is 0.0801 mV.
* Distinct cells, synth: 44
- The number of global-route vias before repair was 1466.
- The power report attributes to the sequential group a share of 0.571.
* Avg Inst Size Synth: 9.33 um^2
- Post-route period utilization is reported as 0.336.
* Clock Path Buffers: 2
- Cell at the root of the clock tree: clkbuf_8
* DP Cell Count: 303
- Across every metal layer, demand over resource in global routing totals 0.156.
- Antenna diode instance count: 0
* Yosys reg bits: 42
- Switching power as a fraction of the total was reported as 0.222.
- Vert. Die Dim: 75.2 um
- Total core area: 0.00514 mm^2
- Number of warnings in the stage logs: 26
- Setup slack of the most critical reg-to-reg path: 7360 ps
* Starting DRT DRC Count: 83
* Kind of start point of the critical path: input pin
- Per the hold report, the tightest min-delay path originates at count[0].
* Max Transition Viols Final: 0
* Commonest non-fill, non-tap cell in the layout: dfxtp_1
- Total clock sinks: 42
* Post-route setup slack: 6510 ps
- Area growth, synth to finish: 11.6%
* Area share, top type: 0.392
area by class of cell:
type | instances | area [um^2] | area share
multi-input combinational | 174 | 1230 | 0.513
sequential | 42 | 841 | 0.351
clock inverter | 2 | 12.5 | 0.00522
clock buffer | 6 | 82.6 | 0.0345
tap | 70 | 87.6 | 0.0366
timing repair buffer | 14 | 133 | 0.0554
inverter | 3 | 11.3 | 0.00470
power groups by stage:
stage	Combinational, mW	Sequential (mW)	Clock, mW
6_report	0.0142	0.173	0.116
5_1_grt	0.0158	0.174	0.127
4_1_cts	0.0144	0.173	0.120
critical path: stages:
cell and delay [ps]:
clkdlybuf4s50_1 450, nor2_1 250, a21boi_0 630, nand3_1 140
flip-flops by register name, summed over array words and instances (netlist names):
signal and flops:
shift 8, count 32, data_out 1, send_flag 1
worst max path at each step:
stage	to	startpoint	cells past startpoint
final	count[12]	trigger_in	4
after global routing	count[11]	trigger_in	4
after CTS	count[12]	trigger_in	4
Yosys cell counts, drive strengths merged, types with 5 or more instances:
| library cell | n |
|---|---|
| nor2 | 45 |
| dfxtp | 42 |
| xnor2 | 18 |
| xor2 | 15 |
| nor4 | 13 |
| nand2 | 12 |
| nand3 | 9 |
| nor3 | 8 |
| nand4 | 7 |
| clkbuf | 6 |
| or3 | 6 |
| buf | 5 |
| nor4b | 5 |
| or4 | 5 |
layer usage:
| metal | global-route usage | vias up | share of wire |
|---|---|---|---|
| met1 | 0.241 | 722 | 0.53 |
| met2 | 0.240 | 16 | 0.42 |
| met4 | 0.0226 | 0 | 0.017 |
| met3 | 0.0271 | 7 | 0.027 |
| li1 | - | 832 | - |
| met5 | 0 | - | 0 |
kinds of logic (layout without fill, tap and decap cells):
kind of cell | count (synthesis) | count (layout) | synth area share
xor+xnor | 33 | 33 | 0.135
simple gates | 122 | 122 | 0.350
buf+inv | 14 | 25 | 0.0391
mux | 2 | 2 | 0.0157
flops | 42 | 42 | 0.392
compound gates | 14 | 14 | 0.0507
fa+ha+maj | 3 | 3 | 0.0175
Power figures rest on the tool's default switching activity, not on a simulated workload.
