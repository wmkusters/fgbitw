--- config.mk ---
export PLATFORM = sky130hd
export DESIGN_NAME = rx
export DESIGN_NICKNAME = rx
export VERILOG_FILES = /design/flow/design.v
export SDC_FILE = /design/flow/constraint.sdc
export NUM_CORES = 4
export LEC_CHECK = 1
export CORE_UTILIZATION = 30
--- run.sh ---
#!/bin/bash
# OpenROAD 26Q1-2900-gdf79404cd8, Yosys 0.63+post, stock flow scripts
make -C /OpenROAD-flow-scripts/flow DESIGN_CONFIG=/design/flow/config.mk WORK_HOME=/design/flow/orfs finish
--- constraint.sdc ---
current_design rx

set clk_period 3.9
set clk_io_pct 0.2

create_clock -name clk0 -period $clk_period [get_ports {clk_in}]

set non_clock_inputs [all_inputs -no_clocks]
set_input_delay [expr $clk_period * $clk_io_pct] -clock clk0 $non_clock_inputs
set_output_delay [expr $clk_period * $clk_io_pct] -clock clk0 [all_outputs]
--- design.v ---
`timescale 1ns / 1ps
module rx(
    input clk_in,
    input logic rst_in,
    input logic rx,
    output logic [7:0] data_out,
    output logic ready
    );
    parameter CLK_HZ = 65_000_000;
    parameter BAUD_RATE = 9600;
    parameter SAMP_PER_BIT = 16;
    parameter PKT_LEN = 8;
    parameter WAIT_TIME = 1_000_000;  
    parameter CLK_PER_SAMP = 423;  
    parameter WAITING_COUNT = 65_000;  
    logic rx_samp;
    uar_sampler #(.CLK_HZ(CLK_HZ),
                  .BAUD_RATE(BAUD_RATE),
                  .SAMP_PER_BIT(SAMP_PER_BIT))
        sample(.clk_in(clk_in), 
               .rst_in(rst_in), 
               .sig_in(rx), 
               .sig_out(rx_samp));
    uar_fsm #(.CLK_HZ(CLK_HZ),
              .BAUD_RATE(BAUD_RATE),
              .SAMP_PER_BIT(SAMP_PER_BIT),
              .PKT_LEN(PKT_LEN),
              .WAIT_TIME(WAIT_TIME),
              .CLK_PER_SAMP(CLK_PER_SAMP),
              .WAITING_COUNT(WAITING_COUNT))
        rx_fsm(.clk_in(clk_in), 
               .rst_in(rst_in), 
               .sig_in(rx_samp), 
               .data_out(data_out), 
               .ready(ready));
endmodule
`timescale 1ns / 1ps
module uar_fsm(
    input clk_in,
    input logic rst_in,
    input logic sig_in,
    output logic [7:0] data_out,
    output logic ready
    );
    parameter CLK_HZ = 65_000_000;
    parameter BAUD_RATE = 9600;
    parameter SAMP_PER_BIT = 16;
    parameter PKT_LEN = 8;
    parameter WAIT_TIME = 1_000_000;  
    parameter CLK_PER_SAMP = 423;  
    parameter WAITING_COUNT = 65_000;  
    parameter WAITING = 4'b0001;
    parameter ARMED = 4'b0010;
    parameter READING = 4'b0100;
    parameter SEND_READY = 4'b1000;
    reg [31:0] count;
    reg [8:0]  bd_count;
    logic [3:0] state;
    logic uart_strt;
    logic sig_last;
    logic [PKT_LEN-1:0] data_bus;
    always_comb begin
        uart_strt = sig_last && ~sig_in;
        ready = state[3];
        data_out = data_bus;
    end
    always_ff @(posedge clk_in) begin
        sig_last <= sig_in;
        if (rst_in) begin
            state <= WAITING;
            count <= 0;
            bd_count <= 0;
            data_bus <= 8'h00;
        end else if (state == WAITING) begin
            if (~sig_in) count <= 0;
            else count <= count + 1;
        end else if (state == ARMED) begin
            count <= (SAMP_PER_BIT/2)*CLK_PER_SAMP - 1;
            bd_count <= 0;
        end else if (state == READING) begin
            if (count == (SAMP_PER_BIT)*CLK_PER_SAMP - 1) begin
                count <= 0;
                bd_count <= bd_count + 1;
                data_bus <= {sig_in, data_bus[(PKT_LEN-1):1]};
            end else count <= count + 1;
        end
        case(state)
            WAITING:
                state <= (count == WAITING_COUNT) ? ARMED : state;
            ARMED:
                state <= (uart_strt) ? READING : state;
            READING:
                state <= (bd_count == PKT_LEN + 1) ? SEND_READY : state;
            SEND_READY:
                state <= WAITING;
            default:
                state <= WAITING;
        endcase
    end
endmodule
`timescale 1ns / 1ps
module uar_sampler(
    input clk_in,
    input logic rst_in,
    input logic sig_in,
    output logic sig_out
    );
    parameter CLK_HZ = 65_000_000;
    parameter BAUD_RATE = 9600;
    parameter SAMP_PER_BIT = 16;
    reg [15:0] count;
    always_ff @(posedge clk_in) begin
        if (rst_in) begin
            count <= (CLK_HZ/(SAMP_PER_BIT*BAUD_RATE) - 1);
            sig_out <= sig_in;
        end else if (count == 0) begin
            count <= (CLK_HZ/(SAMP_PER_BIT*BAUD_RATE) - 1);
            sig_out <= sig_in;
        end else count <= count - 1;
    end
endmodule
==> results.toml <==
# yosys + openroad results
[cells_and_area]
layout-drive-gt1-share = 0.0887
seqCellArea_mm2 = 0.00147
area_used_by_multi_input_combinational_logic_mm2 = 0.00187
final.fill_count = 1099
area.growth.synth_to_final_pct = 15.5

[logic_synthesis]
enable_flop_cells = 5
area_leaders = "sky130_fd_sc_hd__dfxtp_1, sky130_fd_sc_hd__nor2_1, sky130_fd_sc_hd__xor2_1, sky130_fd_sc_hd__edfxtp_1, sky130_fd_sc_hd__nand4_1"
async_reset_ff_frac = 0
instance_count_of_the_mapped_netlist = 389
yosysWarningCount = 2
synth-cells-yosys = 389
synth.yosys.seq_area_share = 0.423
synth_largest_type_area_fraction = 0.380
synth.lib_cells_used.distinct = 56
mappedNetlistArea_mm2 = 0.00348
synth_area_per_cell_um2 = 8.94
ys_seq_elements = 71
synth_top_cell_by_area = "sky130_fd_sc_hd__dfxtp_1"
synth_top_flop_cell = "sky130_fd_sc_hd__dfxtp_1"
synth_chip_area_mm2 = 0.00348

[floorplan]
io-pin-count = 12
die_h_um = 110
fp.dieW_um = 110
area_of_the_core_region_mm2 = 0.0111
core_util_floorplan = 0.314
row_count = 38
fp.dieArea_mm2 = 0.0120

[clock_network]
hold_buffers = 0
clk_pin_slew_ns = 0.06
number_of_buffers_inserted_to_repair_setup_after_cts = 0
total_clock_buffers_created_by_cts = 9
clk_latency_ns = 0.33
post_cts.resized_instances = 0
cts-root-to-sink-buffers = 2
cts_tree = "built"
htreeDepth = 3
cts_root_buf = "sky130_fd_sc_hd__clkbuf_16"
cts_sinks = 71

[flow_run]
maxCapViolations = 0
openroad.warnings = 28

[pwr]
ir_worst_vdd_uv = 246
power_density_mw_per_mm2 = 399
power.leakage_nw = 1.38

[global_routing]
grt_util_all_layers = 0.128
initial_antenna_violation_count = 0
largest_net_degree_at_the_start_of_global_routing = 28
grt.overflow.total = 0
grt_pass1_vias = 2590
global_route_wire_length_before_repair_mm = 12.2

[detailed_routing]
route.vias.total = 2784
drcViolationCount = 0
drt-vias-per-instance = 5.10
detail-route-antenna-nets = 0
antenna_cells_inserted = 0
routed_wirelength_mm = 6.93
post_drt_wl_per_cell_um = 12.7
drtPass1Iterations = 4
drt-initial-drc-count = 125

[worst_setup_path]
required_time_of_the_critical_path_ns = 4.08
timing.setup.critical_path_class = "flop to flop"
critical_path.max_fanout = 24
worst-endpoint-arrival_ns = 2.77
worstSetupEndpointType = "flop"
worstSetupStartpointType = "flop"

[sta]
tns_ns = 0
fin_skew_ns = 0.00810
finalMaxSlewViolations = 0
final.period_utilization = 0.663
final_hold_viol_count = 0
finalWorstPathRequiredPeriod_ns = 2.58
worst-slew-pin-transition_ns = 0.813
grt_setup_unrepaired = "false"
final.hold.worst_slack_ns = 0.468
timing.slew.headroom = 0.457
fmaxAchievable_ghz = 0.387
finalSetupViolCount = 0

[placed_design]
place.port_buffers = 11
routabilityCongestion = 0.869
detailedPlacementHpwl_mm = 4.83

[hold_path]
min_path_type = "flop to flop"

[status]
result_of_the_run = "finished, final reports clean"
-- per-layer routing --
layer  part of all wire  wire [um]  vias to the layer above  global-route usage
met5                  0          0                        -                   0
met4              0.010         70                        0              0.0152
met3              0.044        304                        9              0.0266
met2               0.45       3110                       57               0.199
met1               0.50       3450                     1295               0.194
li1                   -          -                     1423                   -
-- state kept, by name (all words and copies together) (netlist names) --
signal           flops
sample.count        16
sample.sig_out       1
rx_fsm.data_bus      8
rx_fsm.sig_last      1
rx_fsm.state         4
rx_fsm.bd_count      9
rx_fsm.count        32
-- area by class of cell --
type / instances / share of cell area
clock inverters: 5 / 0.00903
clock buffers: 11 / 0.0685
well taps: 140 / 0.0436
multi-input cells: 291 / 0.467
flip-flops and latches: 71 / 0.366
repair buffers: 14 / 0.0330
inverters: 14 / 0.0131
-- path summary, 6_finish.rpt --
kind	from	endpoint	slack (ns)	depth (start not counted)
setup / recovery	rx_fsm.state[3]	rx_fsm.count[21]	1.32	5
hold / removal	sample.sig_out	rx_fsm.sig_last	0.47	0
setup reg to reg	rx_fsm.state[3]	rx_fsm.count[21]	1.32	5
hold reg to reg	sample.sig_out	rx_fsm.sig_last	0.47	0
-- cell usage in the layout (no fill, tap or decap), types with 3 or more instances in the layout --
cell type,instances
sky130_fd_sc_hd__a21oi_1,17
sky130_fd_sc_hd__and2_1,3
sky130_fd_sc_hd__and3_1,7
sky130_fd_sc_hd__and4_1,5
sky130_fd_sc_hd__buf_4,3
sky130_fd_sc_hd__clkbuf_16,11
sky130_fd_sc_hd__clkdlybuf4s50_1,11
sky130_fd_sc_hd__dfxtp_1,66
sky130_fd_sc_hd__edfxtp_1,5
sky130_fd_sc_hd__ha_1,6
sky130_fd_sc_hd__inv_1,12
sky130_fd_sc_hd__mux2i_1,8
sky130_fd_sc_hd__nand2_1,20
sky130_fd_sc_hd__nand3_1,15
sky130_fd_sc_hd__nand3b_1,4
sky130_fd_sc_hd__nand4_1,24
sky130_fd_sc_hd__nor2_1,63
sky130_fd_sc_hd__nor3_1,14
sky130_fd_sc_hd__nor4_1,9
sky130_fd_sc_hd__nor4b_1,6
sky130_fd_sc_hd__o21ai_0,7
sky130_fd_sc_hd__or3_1,7
sky130_fd_sc_hd__xnor2_1,17
sky130_fd_sc_hd__xor2_1,22
-- report_power, final --
group	total [W]	internal, W	switching, W
Sequential	0.000747	0.000740	0.00000658
Clock	0.000817	0.000509	0.000307
Combinational	0.0000380	0.0000131	0.0000250
Total	0.00160	0.00126	0.000339
-- kinds of logic (layout without fill, tap and decap cells) --
kind of cell | after synthesis | in the layout | share of synthesized area
xor+xnor | 39 | 39 | 0.0982
flops | 71 | 71 | 0.423
simple gates | 197 | 197 | 0.314
buf+inv | 27 | 44 | 0.0378
compound gates | 41 | 41 | 0.0817
mux | 8 | 8 | 0.0230
fa+ha+maj | 6 | 6 | 0.0216
-- cell usage after synthesis, drive strengths merged (4+ instances only) --
library cell  instances
nor4                 12
nand2                20
ha                    6
nand3                15
and2                  4
xor2                 22
nor3                 15
mux2i                 8
nor4b                 6
dfxtp                66
nand3b                4
or3                   8
nand4                26
edfxtp                5
o21ai                 8
and3                  7
a21oi                17
and4                  5
nor2                 63
inv                  14
xnor2                17
buf                   7
clkbuf                6
-- critical path, stage by stage, from the launching register on --
cell and delay (ns):
sky130_fd_sc_hd__edfxtp_1 0.50, sky130_fd_sc_hd__or4b_1 0.77, sky130_fd_sc_hd__nand2b_1 0.36, sky130_fd_sc_hd__nor2_1 0.07
sky130_fd_sc_hd__nand2_1 0.60, sky130_fd_sc_hd__nor2_1 0.12
-- stage by stage --
stage           util  power (W)  std cells  setup WS (ns)  area (um2)
2_1_floorplan      -   0.000791        389           1.84        3480
6_report       0.363    0.00160        546           1.32        4020
4_1_cts        0.363    0.00162        546           1.31        4020
3_5_place_dp   0.335   0.000800        530           1.14        3710
5_1_grt        0.363    0.00166        546           1.07        4020
3_3_place_gp   0.335   0.000800        530           1.18        3710
No activity file was given, so power comes from the tool's default toggle rates.
